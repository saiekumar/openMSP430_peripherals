==> flow/design.v <==
module dma_port(
        clk,
        reset_n,
        dma_addr,
        dma_en,
        dma_wen,
        dma_din,
        dma_ready,
        dma_dout,
        dma_resp,
        int_enabled,
        port_dir,
        dma_go,
        int_gen,
        busy,
        port_start_addr,
        transfer_len,
        fifo_din,
        fifo_wen,
        fifo_full,
        fifo_dout,
        fifo_ren,
        fifo_empty,
        error_generated,
        int_clear);
parameter   IDLE        =   2'b00;
parameter   DMA_RD      =   2'b01;
parameter   FIFO_RD     =   2'b10;
parameter   DMA_WR      =   2'b11;
input               clk;
input               reset_n;
output reg  [14:0]  dma_addr;
output reg          dma_en;
output reg  [1:0]   dma_wen;
output reg  [15:0]  dma_din;
input               dma_ready;
input       [15:0]  dma_dout;
input               dma_resp;
input               int_enabled;
input               port_dir;
input               dma_go;
output reg          int_gen;
output reg          busy;
input       [15:0]  port_start_addr;
input       [15:0]  transfer_len;
output reg  [15:0]  fifo_din;
output reg          fifo_wen;
input               fifo_full;
input       [15:0]  fifo_dout;
output  reg         fifo_ren;
input               fifo_empty;
output  reg         error_generated;
input               int_clear;
reg                 dma_done;
reg [1:0]           state;
reg                 first_trans;
reg [15:0]          count;
reg                 sample_dout;
reg                 fifo_ren_reg;
reg                 check_ready;
always @(posedge clk or negedge reset_n)
begin
    if(!reset_n)
    begin
        dma_addr        <=  15'h0;
        dma_en          <=  1'b0;
        dma_wen         <=  2'b00;
        dma_din         <=  16'h00;
        fifo_ren        <=  1'b0;
        dma_done        <=  1'b0;
        state           <=  IDLE;
        first_trans     <=  1'b0;
        error_generated <=  1'b0;
        count           <=  16'h0;
        sample_dout     <=  1'b0;
        check_ready     <=  1'b0;
    end
    else
    begin
        dma_done    <=  1'b0;
        sample_dout <=  1'b0;
        fifo_ren    <=  1'b0;
        case (state)
            IDLE:
            begin
                error_generated <= 1'b0;
                if(dma_go == 1'b1) 
                begin
                    if(port_dir ==  1'b0)
                        state   <=   DMA_RD;
                    else
                        state   <=   FIFO_RD;
                end
            end
            DMA_RD:
            begin
                if(first_trans == 1'b0)
                begin
                    first_trans <=   1'b1;
                    dma_addr    <=   port_start_addr[14:0];
                    dma_en      <=   1'b1;
                    count       <=   count + 2;
                end 
                else
                begin
                    if(dma_ready == 1'b1)
                    begin
                        if(dma_resp == 1'b1)
                            error_generated <= 1'b1;
                        if(count == transfer_len)
                        begin
                            dma_addr    <=  16'h00;
                            count       <=  16'h00;
                            sample_dout <=  1'b1;
                            dma_en      <=  1'b0;
                            state       <=  IDLE;
                            dma_done    <=  1'b1;
                        end
                        else if(fifo_full == 1'b1)
                        begin
                            dma_addr    <=  16'h00;
                            sample_dout <=  1'b1;
                            dma_en      <=  1'b0;
                            first_trans <=  1'b0;
                        end 
                        else
                        begin
                            dma_addr    <=   port_start_addr[14:0] + count;
                            count       <=  count + 2;
                            sample_dout <=  1'b1;
                        end
                    end
                end
            end
            FIFO_RD:
            begin
                if(fifo_empty == 1'b0)
                begin
                    fifo_ren    <=  1'b1;
                    state       <=  DMA_WR;
                end
            end
            DMA_WR:
            begin
                if(fifo_ren_reg == 1'b1)
                begin
                    dma_addr    <=  port_start_addr + count;
                    count       <=  count + 2;
                    dma_en      <=  1'b1;
                    dma_wen     <=  2'b11; 
                    dma_din     <=  fifo_dout;
                    check_ready <=  1'b1;
                end
                else if (check_ready == 1'b1)
                begin
                    if(dma_ready == 1'b1)
                    begin
                        check_ready     <=  1'b0;
                        dma_addr        <=  16'h0;
                        dma_en          <=  1'b0;
                        dma_wen         <=  2'b00;
                        if(count == transfer_len)
                        begin
                            dma_done        <= 1'b1;
                            state           <= IDLE;
                        end
                        else
                            fifo_ren        <= 1'b1;
                        if(dma_resp == 1'b1)
                            error_generated <=  1'b1;
                    end
                end
            end
        endcase
    end
end
always @(posedge clk or negedge reset_n)
begin
    if(!reset_n)
    begin
        fifo_din    <=  16'h0;
        fifo_wen    <=  1'b0;
        fifo_ren_reg<=  1'b0;
    end
    else
    begin
        fifo_wen    <=  1'b0;
        fifo_ren_reg<=  fifo_ren;
        if(sample_dout == 1'b1)
        begin
            fifo_din    <=  dma_dout;
            fifo_wen    <=  1'b1;
        end
    end
end
always @(posedge clk or negedge reset_n)
begin
    if(!reset_n)
    begin
        busy    <=   1'b0;
        int_gen <=   1'b0;
    end
    else
    begin
        if(dma_go == 1'b1)
		  begin
            busy    <=   1'b1;
            int_gen <=   1'b0;
		  end
        else if(dma_done == 1'b1)
        begin
            busy    <=   1'b0;
            int_gen <=   1'b1;
        end
        else if(int_clear)
            int_gen <=   1'b0;
    end    
end
endmodule
==> flow/run.sh <==
#!/bin/bash
# OpenROAD 26Q1-2900-gdf79404cd8, Yosys 0.63+post, stock flow scripts
make -C /OpenROAD-flow-scripts/flow DESIGN_CONFIG=/design/flow/config.mk WORK_HOME=/design/flow/orfs finish
==> flow/config.mk <==
export PLATFORM = sky130hd
export DESIGN_NAME = dma_port
export DESIGN_NICKNAME = dma_port
export VERILOG_FILES = /design/flow/design.v
export SDC_FILE = /design/flow/constraint.sdc
export NUM_CORES = 4
export LEC_CHECK = 1
export CORE_UTILIZATION = 40
==> flow/constraint.sdc <==
current_design dma_port

set clk_period 5.4
set clk_io_pct 0.2

create_clock -name clk0 -period $clk_period [get_ports {clk}]

set non_clock_inputs [all_inputs -no_clocks]
set_input_delay [expr $clk_period * $clk_io_pct] -clock clk0 $non_clock_inputs
set_output_delay [expr $clk_period * $clk_io_pct] -clock clk0 [all_outputs]
==> qor.rpt <==
JOB
-----------------------------------------------------------------------------------------------------------------
# Max-Cap Violations ...............................................................................            0
Number of warnings in the stage logs ...............................................................           28

CLOCK TREE
-----------------------------------------------------------------------------------------------------------------
Clock tree root driver cell ........................................................................ sky130_fd_sc_hd__clkbuf_8
CTS tree ...........................................................................................         done
Post-CTS setup repair buffer count .................................................................            0
Inserted Clock Buffers .............................................................................            9
Clock Path Buffers .................................................................................            2
Gates resized, CTS repair ..........................................................................            0
Latency at later pin ...............................................................................      0.34 ns
Quantity of hold-fixing buffers added after cts ....................................................            0
Register clock-pin slew on the reported worst setup and hold paths .................................      0.08 ns
Number of clock sinks ..............................................................................           78
H-Tree Depth .......................................................................................            3

FINISH
-----------------------------------------------------------------------------------------------------------------
Filler instances ...................................................................................          848
Layout overhead on the synthesized area ............................................................       38.61%
Storage cell area ..................................................................................     1953 um2
Design area ........................................................................................     5669 um2
Combined area of the multi-input logic cells .......................................................     2024 um2
Final standard cell utilization of the core ........................................................       57.47%
Most used cells in the layout excluding fill and tap cells ......................................... sky130_fd_sc_hd__clkdlybuf4s50_1 (125), sky130_fd_sc_hd__dfrtp_1 (77), sky130_fd_sc_hd__nand2_1 (34)
Commonest Layout Cell .................................................................................... sky130_fd_sc_hd__clkdlybuf4s50_1
Fraction of layout instances using a drive strength above 1 ........................................       11.11%
Top Registers ...................................................................................... dma_din: 16 flops, fifo_din: 16 flops

SETUP PATH
-----------------------------------------------------------------------------------------------------------------
Setup slack, reg-to-reg ............................................................................      2.41 ns
Largest delay share family, worst path ............................................................. simple AND/OR/NAND/NOR gates
Kind of critical path ..............................................................................    in -> reg
Critical path required time ........................................................................      5.67 ns
Max Fanout on Critical Path ........................................................................           15
Number of buffer and inverter instances along the worst setup path .................................            1
Worst Path Arrival .................................................................................      3.92 ns
Cells along the critical path ...................................................................... clkdlybuf4s50_1, xor2_1, or4_4, nor4_4, o2111ai_1, or3_1, a21oi_1
Kind of capture point of the worst setup path ......................................................         flop
Slowest cell delay on critical path ................................................................      0.56 ns
Slowest cell on crit path .......................................................................... sky130_fd_sc_hd__nor4_4
Startpoint kind of the worst setup timing path ..................................................... primary input

FINAL TIMING
-----------------------------------------------------------------------------------------------------------------
Post-Route Hold Slack ..............................................................................    0.3945 ns
Fmax achieved ......................................................................................   0.2739 GHz
Unrepaired setup endpoints after global routing ....................................................        false
Transition at the pin with the smallest max-transition slack .......................................    0.7971 ns
Final setup vio count ..............................................................................            0
Final worst-path cycle share .......................................................................       67.61%
Number of max-slew violations in the final report ..................................................            0
Final Hold Fails ...................................................................................            0
Worst slew margin relative to its limit ............................................................       46.80%
Max Clock Skew .....................................................................................  0.008625 ns
Total Neg Setup Slack ..............................................................................         0 ns
Time the final worst path needs with I/O delays and setup ..........................................     3.651 ns

FLOORPLAN
-----------------------------------------------------------------------------------------------------------------
Number of rows in the core area ....................................................................           36
Count of pins on the block boundary ................................................................          129
Chip height ........................................................................................     103.1 um
Floorplan core area ................................................................................     9864 um2
Die X-Extent .......................................................................................     103.1 um
Pre-placement core utilization .....................................................................       41.46%
Floorplan die area .................................................................................    10630 um2

MIN PATH
-----------------------------------------------------------------------------------------------------------------
Path type of the worst min-delay path ..............................................................   reg -> reg

POWER
-----------------------------------------------------------------------------------------------------------------
Static leakage .....................................................................................  0.002341 uW
Worst IR drop on VDD ...............................................................................    0.2392 mV
Power Density ...................................................................................... 354.9 nW/um2

GLOBAL ROUTE
-----------------------------------------------------------------------------------------------------------------
Global-route wire length before repair .............................................................     15280 um
Antenna violations before repair ...................................................................            0
Maximum number of pins on one net before global-route repair .......................................           57
Global router's overall resource usage .............................................................       18.90%
Aggregate global routing overflow ..................................................................            0
Number of global-route vias before repair ..........................................................         3139

ROUTE
-----------------------------------------------------------------------------------------------------------------
Final antenna diode count ..........................................................................            0
Post-detailed-route wirelength per cell ............................................................     14.45 um
Sum of routed wire length over all layers ..........................................................      9465 um
Via density ........................................................................................        5.176
Drt first pass iters ...............................................................................            4
DR iter-0 viols ....................................................................................          111
Number of nets with antenna violations after detailed routing ......................................            0
Via count ..........................................................................................         3390
Count of unresolved DRC violations after routing ...................................................            0

LOGIC SYNTHESIS
-----------------------------------------------------------------------------------------------------------------
Yosys cell count ...................................................................................          394
Post-synthesis average cell area ...................................................................    10.38 um2
Cell Type Count ....................................................................................           51
Dominant Register Cell ............................................................................. sky130_fd_sc_hd__dfrtp_1
Yosys warning total ................................................................................            1
Mapped Cells .......................................................................................          394
Post-synth EDFFs ...................................................................................            0
Sequential area share after synthesis ..............................................................       47.75%
Area share of and/or/nand/nor cells after synthesis ................................................       13.55%
Share of synthesized area spent on multiplexers ....................................................       8.810%
Arithmetic-cell share of the synthesized area counting full adders, half adders and majority gates .       4.772%
Flops & latches, synth .............................................................................           78
Aoi share ..........................................................................................       15.94%
Area figure in the yosys stat output ...............................................................     4090 um2
FFs w/ async S/R, synth ............................................................................       100.0%
Dominant combinational family ...................................................................... AND-OR/OR-AND gates
Cell area after technology mapping .................................................................     4090 um2
Xor/xnor share .....................................................................................       6.210%

PLACE
-----------------------------------------------------------------------------------------------------------------
Post-Place Cell Area ...............................................................................     5482 um2
Post-DP HPWL .......................................................................................      7010 um
Placer congestion estimate .........................................................................       0.8727
Count of input and output buffers ..................................................................          126

OUTCOME
-----------------------------------------------------------------------------------------------------------------
Run status .........................................................................................    completed

Yosys cell counts, types with 8 or more instances:
library cell	instances	area share (%)
sky130_fd_sc_hd__a21oi_1	33	4.0
sky130_fd_sc_hd__dfrtp_1	77	47
sky130_fd_sc_hd__o21ai_0	18	2.2
sky130_fd_sc_hd__nor2_1	21	1.9
sky130_fd_sc_hd__inv_1	13	1.2
sky130_fd_sc_hd__o211ai_1	8	1.5
sky130_fd_sc_hd__ha_1	14	4.3
sky130_fd_sc_hd__nand3_1	11	1.3
sky130_fd_sc_hd__xnor2_1	24	5.1
sky130_fd_sc_hd__a22oi_1	11	2.0
sky130_fd_sc_hd__nand2_1	34	3.1
sky130_fd_sc_hd__mux2_2	32	8.8
sky130_fd_sc_hd__clkbuf_1	15	1.4
where the power goes:
| part | internal, uW | leakage [uW] | total (uW) | switching, uW |
|---|---|---|---|---|
| clock | 210 | 0.0000911 | 417 | 207 |
| combinational | 480 | 0.00130 | 732 | 252 |
| sequential | 738 | 0.000952 | 863 | 125 |
through the flow:
stage / instances / power (uW) / setup WS, ns
floorplan: 394 / 1191 / 2.539
global placement: 640 / 1602 / 1.436
detailed placement: 640 / 1611 / 1.373
CTS: 655 / 2040 / 1.743
global route: 655 / 2178 / 1.511
finish: 655 / 2012 / 1.749
worst register-to-register path, delay by kind of cell, from the launching register on:
kind | cells | cell delay (ns)
simple gates | 3 | 1.58
compound gates | 2 | 0.68
flops | 1 | 0.48
xor+xnor | 1 | 0.18
cell families (layout without fill, tap and decap cells):
| logic type | after synthesis | count (layout) |
|---|---|---|
| fa+ha+maj | 15 | 15 |
| buf+inv | 30 | 158 |
| mux | 32 | 32 |
| compound gates | 102 | 102 |
| simple gates | 107 | 107 |
| xor+xnor | 29 | 29 |
| other cells | 1 | 1 |
| flops | 78 | 78 |
metal layers:
| metal | up-vias | global-route usage, % | share of wire (%) |
|---|---|---|---|
| met3 | 10 | 3.584 | 5.9 |
| met4 | 0 | 2.709 | 1.2 |
| met5 | - | 0 | 0 |
| met2 | 100 | 27.85 | 44 |
| met1 | 1585 | 30.68 | 49 |
| li1 | 1695 | - | - |
final timing paths:
| path | end | depth (start not counted) | startpoint |
|---|---|---|---|
| hold / removal | fifo_ren_reg | 0 | fifo_ren |
| max in group asynchronous | fifo_din[2] | 2 | reset_n |
| setup / recovery | count[15] | 7 | transfer_len[7] |
| setup reg to reg | count[15] | 6 | count[7] |
| hold reg to reg | fifo_ren_reg | 0 | fifo_ren |
| min in group asynchronous | fifo_din[6] | 1 | reset_n |
layout make-up:
| cell class | count | area share, % |
|---|---|---|
| Clock inverter | 6 | 1.126 |
| Timing Repair Buffer | 130 | 22.73 |
| Inverter | 13 | 0.8607 |
| Multi-Input combinational cell | 286 | 35.71 |
| Sequential cell | 78 | 34.45 |
| Tap cell | 133 | 2.935 |
| Clock buffer | 9 | 2.185 |
Power is estimated from default activity; no workload was simulated.
