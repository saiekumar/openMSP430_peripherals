==> design/flow/design.v <==
module dma_registers(
        clk,
        reset_n,
        per_addr,
        per_en,
        per_wen,
        per_din,
        per_dout,
        int_gen,
        dma_busy,
        int_enabled,
        direction_bit,
        dma_trans_start,
        dma_p1_start_addr,
        dma_p2_start_addr,
        dma_transfer_len,
        clear_int);
parameter   DMA_CSR         =   8'h00;
parameter   DMA_STATUS      =   8'h02;
parameter   DMA_P1_SADDR    =   8'h04;
parameter   DMA_P2_SADDR    =   8'h06;
parameter   DMA_TRANS_LEN   =   8'h08;
parameter   DMA_BASE_ADDR   =   6'h20;
input               clk;
input               reset_n;
input       [13:0]  per_addr;
input               per_en;
input       [1:0]   per_wen;
input       [15:0]  per_din;
output reg  [15:0]  per_dout;
input               int_gen;
input               dma_busy;
output              int_enabled;
output              direction_bit;
output              dma_trans_start;
output reg  [15:0]  dma_p1_start_addr;
output reg  [15:0]  dma_p2_start_addr;
output reg  [15:0]  dma_transfer_len;
output reg          clear_int;
reg     [2:0]   dma_ctrl;
always @(posedge clk or negedge reset_n)
begin
    if(reset_n == 1'b0)
    begin
        dma_transfer_len    =   16'h00;
        dma_p1_start_addr   =   16'h00;
        dma_p2_start_addr   =   16'h00;
        dma_ctrl            =   3'h0;
        clear_int           =   1'b0;
    end
    else
    begin
        clear_int           =   1'b0;
        dma_ctrl[2]         =   1'b0;
        per_dout            =   16'h0;
        if((per_en == 1'b1) & (per_addr[13:8] == DMA_BASE_ADDR))
        begin
            if(per_wen == 2'b11)
            begin
                if(per_addr[7:0]    ==  DMA_CSR)
                    dma_ctrl    =   per_din[2:0];
                else if(per_addr[7:0]   ==  DMA_STATUS)
                begin
                    if(per_din[0] == 1'b1)
                        clear_int   =   1'b1;
                end
                else if(per_addr[7:0]   ==  DMA_P1_SADDR)
                    dma_p1_start_addr   =   per_din;
                else if(per_addr[7:0]   ==  DMA_P2_SADDR)
                    dma_p2_start_addr   =   per_din;
                else if(per_addr[7:0]   ==  DMA_TRANS_LEN)
                    dma_transfer_len    =   per_din;
            end
            else if(per_wen == 2'b00)
            begin
                if(per_addr[7:0]    ==  DMA_CSR)
                    per_dout[2:0]   =   dma_ctrl;
                else if(per_addr[7:0]   ==  DMA_STATUS)
                    per_dout[1:0]  =   {dma_busy,int_gen};
                else if(per_addr[7:0]   ==  DMA_P1_SADDR)
                    per_dout        =   dma_p1_start_addr;
                else if(per_addr[7:0]   ==  DMA_P2_SADDR)
                    per_dout        =   dma_p2_start_addr;
                else if(per_addr[7:0]   ==  DMA_TRANS_LEN)
                    per_dout        =   dma_transfer_len;
            end
        end
    end
end
assign int_enabled      =  dma_ctrl[0];
assign direction_bit    =  dma_ctrl[1];
assign dma_trans_start  =  dma_ctrl[2];
endmodule
==> design/flow/run.sh <==
#!/bin/bash
# OpenROAD 26Q1-2900-gdf79404cd8, Yosys 0.63+post, stock flow scripts
make -C /OpenROAD-flow-scripts/flow DESIGN_CONFIG=/design/flow/config.mk WORK_HOME=/design/flow/orfs finish
==> design/flow/config.mk <==
export PLATFORM = sky130hd
export DESIGN_NAME = dma_registers
export DESIGN_NICKNAME = dma_registers
export VERILOG_FILES = /design/flow/design.v
export SDC_FILE = /design/flow/constraint.sdc
export NUM_CORES = 4
export LEC_CHECK = 1
export CORE_UTILIZATION = 50
==> design/flow/constraint.sdc <==
current_design dma_registers

set clk_period 2.0
set clk_io_pct 0.2

create_clock -name clk0 -period $clk_period [get_ports {clk}]

set non_clock_inputs [all_inputs -no_clocks]
set_input_delay [expr $clk_period * $clk_io_pct] -clock clk0 $non_clock_inputs
set_output_delay [expr $clk_period * $clk_io_pct] -clock clk0 [all_outputs]
==> ci_impl_report.md <==
### Yosys + OpenROAD results

| Metric | Value |
|---|---|
| Status | finished clean |
| ANT nets after route | 0 |
| Register share of total power | 49.9% |
| # Cells Yosys | 212 |
| Worst-path fanout max | 6 |
| Count of tool warnings | 27 |
| Yosys stat area | 3030 µm² |
| Final-layout fill cell count | 298 |
| Area growth, synth to finish | 57.0% |
| Final WL | 7.99 mm |
| Registers, synthesis | 68 |
| # DRC | 0 |
| Clk latency late pin | 0.34 ns |
| Place WS | -0.550 ns |
| Max Slew Vio Count | 0 |
| Buffers added on ports | 104 |
| Mapped Area | 3030 µm² |
| Root Driver | clkbuf_8 |
| Internal power | 2.28 mW |
| CTS Buf Count | 9 |
| CP endpoint kind | flip-flop |
| Initial antenna violation count | 0 |
| Number of global-route vias before repair | 2465 |
| Post-layout period usage | 98.0% |
| Leakage power | 2.03 nW |
| Final worst slack | 0.0408 ns |
| WL/cell | 18.8 µm |
| Cell Type Count | 33 |
| Routed vias | 2363 |
| Crit Path Category | in2reg |
| First DRT Iteration DRCs | 84 |
| Post-synthesis average cell area | 14.3 µm² |
| Layout cell share with drive strength beyond 1 | 30.6% |
| CP Launch Type | input port |
| RD Place Congestion | 0.927 |
| Cell area power density | 603 nW/µm² |
| CTS Sinks | 68 |
| GRT Residual Overflow | 0 |
| Die H | 79.9 µm |
| Endpoints failing setup | 0 |
| Dominant cell area share | 42.9% |
| First-pass GRT wire length | 12.5 mm |
| # hold bufs at CTS | 0 |
| Fin Clk Skew | 0.00759 ns |
| Die Area | 6380 µm² |
| CTS Buffer Depth | 2 |
| Mapped Cells | 212 |
| Setup TNS | 0 ns |
| Final hold slack | 0.0538 ns |
| Sequential cell area | 1780 µm² |
| Hold Violations, Final | 0 |
| Largest net degree at the start of global routing | 52 |
| Clock period minus worst slack | 1.96 ns |
| Hold Path Class | in2async |
| Combinational power share | 6.9% |
| Psw | 0.595 mW |
| Core area | 5680 µm² |
| Row count | 27 |
| Die W | 79.9 µm |
| Drt pass-1 iters | 4 |
| Worst slew pin tran | 0.327 ns |
| Worst Path Arrival | 2.19 ns |
| Clock network power share | 43.2% |
| Post-DP HPWL | 5.36 mm |
| Clock slew at reported path FFs | 0.07 ns |
| Logic area | 1290 µm² |
| Worst rel slew slack | 78.0% |
| H-Tree Level Count | 3 |
| Synth warn | 1 |
| Io pins | 105 |
| CTS tree | yes |
| Fmax | 0.510 GHz |
| VDD IR max | 0.595 mV |
| Total GRT Usage | 27.5% |
| Max_cap viols | 0 |
| WP data required | 2.23 ns |
| Top cells, area | dfrtp_1, edfxtp_1, mux2_2 |
| Number of vias per cell | 5.56 |
| Post-layout utilization of the core | 83.9% |
| Synth Seq Share | 58.8% |
| Sw Ratio | 20.7% |
| Cell accounting for the most synthesized area | dfrtp_1 |
| Inserted Diodes | 0 |
| FP Util | 53.4% |
## synth_stat cells
cell,number
and3b_1,1
nor2_4,1
a22o_1,14
inv_1,5
nor4_4,1
a211oi_1,2
or3_1,1
a21oi_1,2
o21bai_1,1
clkbuf_1,6
or4_4,2
a22oi_1,14
mux2_4,10
a221oi_1,2
buf_12,1
mux2_2,38
and2_1,1
edfxtp_1,16
nor2b_1,3
buf_6,1
nor2_1,15
nor3_2,1
mux2i_1,4
buf_4,2
dfrtp_1,52
nor3_4,1
nand4_1,1
nor4_1,4
buf_2,3
nand3_1,1
nor3_1,3
nand2b_1,2
nor4bb_1,1
## final timing paths
| kind | start | to | slack, ns | depth (start not counted) |
|---|---|---|---|---|
| max | per_addr[5] | dma_p1_start_addr[4] | 0.04 | 6 |
| min | reset_n | dma_p1_start_addr[3] | 0.05 | 2 |
| max reg2reg | dma_p1_start_addr[1] | per_dout[1] | 0.79 | 4 |
| min reg2reg | dma_transfer_len[1] | dma_transfer_len[1] | 0.54 | 1 |
| max in group asynchronous | reset_n | dma_p1_start_addr[14] | 1.70 | 2 |
| min in group clk0 | dma_transfer_len[1] | dma_transfer_len[1] | 0.54 | 1 |
## worst max-delay path, cell delays in order
cell and delay [ns]:
clkdlybuf4s15_1 0.16, or4_4 0.55, or4_4 0.44, nor2_4 0.16
buf_6 0.17, mux2_4 0.30
## metal layers
| layer | track usage (%) | wire length, µm |
|---|---|---|
| met1 | 40.7 | 3400 |
| met5 | 0 | 0 |
| met3 | 10.7 | 721 |
| met4 | 3.04 | 70 |
| met2 | 42.3 | 3790 |
## cells in the final DEF, fill, tap and decap left out, types with 3 or more instances in the layout
cell type / netlist / layout
dfrtp_1: 52 / 52
nor2_1: 15 / 15
clkdlybuf4s50_1: 0 / 96
a22o_1: 14 / 14
mux2i_1: 4 / 4
buf_4: 2 / 23
clkbuf_8: 0 / 10
edfxtp_1: 16 / 16
inv_1: 5 / 5
mux2_2: 38 / 8
nor4_1: 4 / 4
a22oi_1: 14 / 14
dlymetal6s2s_1: 0 / 3
mux2_4: 10 / 40
buf_6: 1 / 8
clkdlybuf4s15_1: 0 / 4
## state kept, by name, indices dropped and copies added (netlist names)
| name | flops |
|---|---|
| dma_p1_start_addr | 16 |
| per_dout | 16 |
| clear_int | 1 |
| dma_transfer_len | 16 |
| dma_p2_start_addr | 16 |
| dma_ctrl | 3 |
## final cells by class
class                           count  share of cell area, %
Inverter                            5                  0.394
Sequential cell                    68                   37.4
Clock inverter                      4                   1.50
Tap cell                           72                   1.89
Timing Repair Buffer              138                   28.6
Clock buffer                       12                   3.05
Multi-Input combinational cell    126                   27.1
## stage by stage
| stage | total power [mW] | instance area, µm² | instances |
|---|---|---|---|
| 6_report | 2.87 | 4760 | 425 |
| 5_1_grt | 2.98 | 4760 | 425 |
| 4_1_cts | 2.89 | 4640 | 422 |
| 3_5_place_dp | 1.65 | 4380 | 406 |
| 3_3_place_gp | 1.65 | 4380 | 406 |
| 2_1_floorplan | 1.49 | 3090 | 212 |
## kinds of logic (layout without fill, tap and decap cells)
kind of cell    after synthesis  in the layout  share of synthesized area (%)
flops                        68             68                           58.8
simple gates                 39             39                           8.30
mux                          52             52                           20.4
compound gates               35             35                           9.16
buf+inv                      18            159                           3.38
## repair_timing
action	CTS	global route
buffers inserted	0	3
setup endpoints to repair	66	39
pin swaps	4	5
gates resized	18	28
cloned	0	0
## power groups by stage
stage     combinational (mW)  sequential, mW  clock [mW]
4_1_cts                0.196            1.43        1.26
6_report               0.199            1.43        1.24
5_1_grt                0.215            1.43        1.33
Power figures rest on the tool's default switching activity, not on a simulated workload.
